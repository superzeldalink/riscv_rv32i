**/design/flow/run.sh**
```bash
#!/bin/bash
# OpenROAD 26Q1-2900-gdf79404cd8, Yosys 0.63+post, stock flow scripts
make -C /OpenROAD-flow-scripts/flow DESIGN_CONFIG=/design/flow/config.mk WORK_HOME=/design/flow/orfs finish
```
**/design/flow/config.mk**
```make
export PLATFORM = sky130hd
export DESIGN_NAME = EX
export DESIGN_NICKNAME = EX
export VERILOG_FILES = /design/flow/design.v
export SDC_FILE = /design/flow/constraint.sdc
export NUM_CORES = 4
export LEC_CHECK = 1
export CORE_AREA = 10 10 253 253
export DIE_AREA = 0 0 263 263
```
**/design/flow/constraint.sdc**
```tcl
current_design EX

set clk_period 30.7
set clk_io_pct 0.2

create_clock -name clk0 -period $clk_period

set non_clock_inputs [all_inputs -no_clocks]
set_input_delay [expr $clk_period * $clk_io_pct] -clock clk0 $non_clock_inputs
set_output_delay [expr $clk_period * $clk_io_pct] -clock clk0 [all_outputs]
```
**/design/flow/design.v**
```verilog
module addsub (
  input  [31:0] inA         ,
  input  [31:0] inB         ,
  input         neg_sel     ,
  input         unsigned_sel,
  output [31:0] result      ,
  output        less_than   ,
  output        equal
);
  wire [32:0] extendedA, extendedB;
  assign extendedA = unsigned_sel ? {1'b0, inA} : {1'(inA[31]), inA};
  assign extendedB = unsigned_sel ? {1'b0, inB} : {1'(inB[31]), inB};
  wire [32:0] newB;
  assign newB = neg_sel ? (~extendedB + 1'b1) : extendedB;
  assign {less_than, result} = extendedA + newB;
  assign equal = (result == 32'd0);
endmodule
module alu (
  input      [31:0] inA ,
  input      [31:0] inB ,
  input      [ 3:0] sel ,
  output reg [31:0] data
);
  wire [31:0] addsub_result;
  wire        less_than    ;
  addsub addsubcomp (
    .inA         (inA            ),
    .inB         (inB            ),
    .neg_sel     (sel[3] | sel[1]),
    .unsigned_sel(sel[0]         ),
    .result      (addsub_result  ),
    .less_than   (less_than      ),
    .equal       (               )
  );
  wire [31:0] AxorB, AorB, AandB, AsllB, AsrlB, AsraB;
  assign AxorB = inA ^ inB;
  assign AorB  = inA | inB;
  assign AandB = inA & inB;
  assign AsllB = inA << inB[4:0];
  assign AsrlB = inA >> inB[4:0];
  assign AsraB = (inA >> inB[4:0]) | ~(32'hFFFFFFFF >> (inA[31] ? inB[4:0] : 0));
  always_comb begin
    case (sel)
      4'b0000 : data =  addsub_result;
      4'b1000 : data =  addsub_result;
      4'b0010 : data = {31'd0, less_than};
      4'b0011 : data = {31'd0, less_than};
      4'b0100 : data = AxorB;
      4'b0110 : data = AorB;
      4'b0111 : data = AandB;
      4'b0001 : data = AsllB;
      4'b0101 : data = AsrlB;
      4'b1001 : data = inB;
      4'b1101 : data = AsraB;
      default : data = 0;
    endcase
  end
endmodule
module brcomp (
  input  logic [31:0] rs1_data, rs2_data,
  input  logic        br_unsigned,
  output logic        br_less, br_equal
);
  addsub addsubcomp (
    .inA         (rs1_data   ),
    .inB         (rs2_data   ),
    .neg_sel     (1'b1       ),
    .unsigned_sel(br_unsigned),
    .result      (           ),
    .less_than   (br_less    ),
    .equal       (br_equal   )
  );
endmodule
module EX (
  input  [ 3:0] alu_sel_i          ,
  input  [31:0] PC_i               ,
  input  [31:0] imm_i              ,
  input         BrUn_i             ,
  input         A_sel, B_sel       ,
  input  [31:0] rs1_data, rs2_data ,
  input  [ 1:0] forward_sel_A_i, forward_sel_B_i,
  input         pc_plus_four_selA_i, pc_plus_four_selB_i,
  input  [31:0] pc_plus_four_MEM_i, pc_plus_four_WB_i,
  input  [31:0] alu_out_MEM_i, dataW_WB,
  input  [31:0] inst_EX_i          ,
  output [31:0] forwardB_o         ,
  output [31:0] alu_out_o          ,
  output [31:0] pc_plus_four_o     ,
  output        branch_taken
);
  assign pc_plus_four_o = PC_i + 32'd4;
  wire [31:0] inA, inB;
  wire [31:0] forwardA, forwardB;
  wire [31:0] pc_plus_fourA, pc_plus_fourB;
  assign pc_plus_fourA = pc_plus_four_selA_i ? pc_plus_four_WB_i : pc_plus_four_MEM_i;
  assign pc_plus_fourB = pc_plus_four_selB_i ? pc_plus_four_WB_i : pc_plus_four_MEM_i;
  wire BrEq, BrLT;
  assign forwardA = (forward_sel_A_i == 2'b11) ? pc_plus_fourA : (forward_sel_A_i == 2'b10) ? alu_out_MEM_i : (forward_sel_A_i == 2'b01) ? dataW_WB : rs1_data;
  assign forwardB = (forward_sel_B_i == 2'b11) ? pc_plus_fourB : (forward_sel_B_i == 2'b10) ? alu_out_MEM_i : (forward_sel_B_i == 2'b01) ? dataW_WB : rs2_data;
  assign inA = A_sel ? PC_i : forwardA;
  assign inB = B_sel ? imm_i : forwardB;
  wire [2:0] funct3 = inst_EX_i[14:12];
  wire       Btype, Jtype;
  assign Btype        = (inst_EX_i[6:2] == 5'b11000);
  assign Jtype        = (inst_EX_i[6:4] == 3'b110) & inst_EX_i[2];                       
  assign branch_taken = Jtype | (Btype & ((funct3 == 3'b000 & BrEq) | (funct3 == 3'b001 & ~BrEq) | ({funct3[2], funct3[0]} == 2'b10 & BrLT) | ({funct3[2], funct3[0]} == 2'b11 & ~BrLT)));
  alu alu_module (
    .inA (inA      ),
    .inB (inB      ),
    .sel (alu_sel_i),
    .data(alu_out_o)
  );
  brcomp brcomp_module (
    .rs1_data   (forwardA),
    .rs2_data   (forwardB),
    .br_unsigned(BrUn_i  ),
    .br_less    (BrLT    ),
    .br_equal   (BrEq    )
  );
  assign forwardB_o = forwardB;
endmodule
```
==> results.txt <==
run metrics: Mean Syn Cell Area=7.17 um2, worst-path cell chain=buf_2 -> buf_4 -> mux2_4 -> mux4_2 -> mux2i_4 -> buf_4 -> ha_1 -> nand3_1 -> nor4_2 -> nor2_1 -> xnor2_1 -> ha_1 -> and4_1 -> and2_1 -> a41oi_1 -> o21ai_0 -> a31o_2 -> nand2_1 -> a21oi_1 -> a41oi_1 -> a31oi_1 -> xor2_1 -> o311ai_1 -> clkdlybuf4s50_1, post-DP HPWL=61300 um, WP buf/inv=4, # setup viols final=0, vias per cell=5.51, row count=89, post-synth design cell area=13400 um2, PortBufs=374, CTS Hold Buffers Added=0, Pre-Place Util=22.9%, Synth Instances=1875, Rel. slew slack=39.2%, per-cell routed wire length=24.7 um, Layout Cells excl Fill=2957, pwr/cell area=29.2 nW/um2, GRT overflow=0, Layout Cell Area excl Fill=18100 um2, CP max stage cell=nor4_2, worst setup margin=11160 ps, Flop area=0 um2, placed cell areas=18100 um2, largest net degree at the start of global routing=59, max incr delay on CP=650 ps, drt pass-1 iters=6, GP Congestion=0.964, vias in the first global route=16200, Yosys top cell by instances=mux2i_1, Worst Path Class, Setup=in2out, share of cells above drive strength 1=9.25%, Critical Path AT=13400 ps, drc violations=0, OpenROAD warnings=90, layout clock buffer count=0, post-route antenna net violation count=0, Peak VDD IR=9.07 uV, flip-flops=0, Req. time, crit path=24560 ps, hold_ws=13160 ps, total power=0.528 mW, Synth warnings=1, TNS Setup=0 ps, CP endpoint kind=primary output, leak pwr=7.39 nW, yosys stat chip area=13400 um2, gr usage total=20.3%, Critical Path Start Type=input port, setup bufs post-CTS=0, # fillers=6264, final WL=72900 um, final core occ=30.7%, top cells by count=186 x mux2i_1, 175 x nand2_1, 154 x a21oi_1, 153 x nor2_1, 131 x ha_1, status=finished clean, area leader, netlist=mux2i_1, yosys stat cell total=1875, chip area=69200 um2, initial DRC count=1291, I/O Pins=398, via count=16300, die height=263 um, RSZ-0062 raised after global routing=false, initial antenna violation count=3, part of the cycle the worst path needs=63.7%, min-delay worst type=in2out, Max Freq=0.0512 GHz, Syn-to-layout area delta=34.4%, Worst path top cell family by delay=AND-OR/OR-AND gates, Cell area leaders=mux2i_1 14%, ha_1 12%, mux4_2 7.9%, a21oi_1 5.7%, nand2_1 4.9%, count of pins over their slew limit=0, first-pass GRT wire length=107000 um, Max Cap Viol=0, die width=263 um, Final Hold Fails=0, Seq/Total Area, Yosys=0%, logic area=12500 um2, Critical Path Fanout Max=53, post-synth cell types=82, worst slack, placed=11140 ps, placed insts=2956, post-CTS sizing=0, post-route minimum period=19540 ps, worst-margin pin slew=906 ps, area of the core=58800 um2, Top cell area share=13.9%
[power by group]
| group | leakage (nW) | internal [mW] | switching (mW) |
|---|---|---|---|
| Clock | 0.00000634 | 0.00000000435 | 0 |
| Sequential | 0 | 0 | 0 |
| Combinational | 7.39 | 0.223 | 0.306 |
[area by class of cell]
class | count | share of cell area [%]
antenna | 1 | 0.0138
inverter | 128 | 2.66
tap | 773 | 5.35
timing repair buffer | 427 | 22.7
multi-input combinational | 1628 | 69.3
[metal layers]
metal  wire length [um]  global-route usage, %  vias up
li1                   -                      -     7659
met1              31300                   26.7     7790
met2              34300                   33.8      752
met3               5370                   3.83       92
met4               2000                   4.50        4
met5                 26                      0        -
[cells by family (layout without fill, tap and decap cells)]
group | Yosys count | count (layout) | synth area share (%)
and+or+nand+nor | 566 | 566 | 20.0
other | 0 | 1 | 0
AOI/OAI and AO/OA | 533 | 533 | 26.3
buffers and inverters | 247 | 555 | 7.29
xor gates and xnor gates | 92 | 92 | 6.00
adders and majority gates | 132 | 132 | 12.3
muxes | 305 | 305 | 28.0
[layout by cell type, fill, tap and decap left out, types with 12 or more instances in the layout]
cell type / instances
a211oi_1: 27
a21o_1: 15
a21oi_1: 154
a221o_1: 16
a221oi_1: 37
a22oi_1: 12
a31oi_1: 17
and2_1: 12
and3_1: 17
buf_4: 53
clkdlybuf4s50_1: 366
ha_1: 131
inv_1: 126
mux2_2: 57
mux2i_1: 184
mux4_2: 47
nand2_1: 175
nand2b_1: 18
nand3_1: 47
nand4_1: 16
nor2_1: 153
nor2b_1: 20
nor3_1: 46
o211ai_1: 21
o21a_1: 12
o21ai_0: 100
o221ai_1: 20
o22ai_1: 16
o31ai_1: 17
or3_1: 18
xnor2_1: 75
xor2_1: 17
[final timing paths]
check / from / end / slack, ps / cells past startpoint
setup / recovery: pc_plus_four_selB_i / alu_out_o[0] / 11160 / 24
hold / removal: PC_i[0] / pc_plus_four_o[0] / 13160 / 2
Power figures rest on the tool's default switching activity, not on a simulated workload.
