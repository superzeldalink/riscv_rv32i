$ cat design/flow/run.sh
#!/bin/bash
# OpenROAD 26Q1-2900-gdf79404cd8, Yosys 0.63+post, stock flow scripts
make -C /OpenROAD-flow-scripts/flow DESIGN_CONFIG=/design/flow/config.mk WORK_HOME=/design/flow/orfs finish
$ cat design/flow/config.mk
export PLATFORM = sky130hd
export DESIGN_NAME = ID
export DESIGN_NICKNAME = ID
export VERILOG_FILES = /design/flow/design.v
export SDC_FILE = /design/flow/constraint.sdc
export NUM_CORES = 4
export LEC_CHECK = 1
export CORE_UTILIZATION = 30
$ cat design/flow/constraint.sdc
current_design ID

set clk_period 9.6
set clk_io_pct 0.2

create_clock -name clk0 -period $clk_period [get_ports {clk_i}]

set non_clock_inputs [all_inputs -no_clocks]
set_input_delay [expr $clk_period * $clk_io_pct] -clock clk0 $non_clock_inputs
set_output_delay [expr $clk_period * $clk_io_pct] -clock clk0 [all_outputs]
$ cat design/flow/design.v
module RegFile (
  input         clk_i   ,  
  input         reset_n ,
  input  [ 4:0] rsW_i, rsR1_i, rsR2_i,  
  input  [31:0] dataW_i ,  
  input         regWEn_i,
  output [31:0] dataR1_o, dataR2_o   
);
  reg [31:0] RegArray[1:31];  
  always @(negedge clk_i or negedge reset_n) begin
    if(~reset_n) begin
      for (int i = 1; i <= 31; i = i + 1) begin
        RegArray[i] <= 32'b0;
      end
      RegArray[2] <= DMEM_DEPTH;
    end else if(regWEn_i & (|rsW_i)) begin
      RegArray[rsW_i] <= dataW_i;
    end
  end
  assign dataR1_o = |rsR1_i ? RegArray[rsR1_i] : 32'b0;
  assign dataR2_o = |rsR2_i ? RegArray[rsR2_i] : 32'b0;
endmodule
module immgen (
  input  [31:7] instr  ,
  input  [ 4:0] imm_sel,
  output reg [31:0] imm
);
  logic [31:11] signxt;
  always_comb begin
    if (instr[31])
      signxt = {21{1'b1}};
    else
      signxt = 0;
    if(imm_sel[0])                                                     
      imm = {signxt[31:11],instr[30:20]};
    else if (imm_sel[1])                                               
      imm = {signxt[31:11],instr[30:25],instr[11:7]};
    else if (imm_sel[2])                                               
      imm = {signxt[31:12],instr[7],instr[30:25],instr[11:8],1'b0};
    else if(imm_sel[3])                                                
      imm = {instr[31:12],12'h0};
    else if (imm_sel[4])                                               
      imm = {signxt[31:20],instr[19:12],instr[20],instr[30:21],1'b0};
    else
      imm = 32'd0;
  end
endmodule
module control_logic (
  input  [31:0] inst_i     ,
  output [ 4:0] imm_sel_o  ,
  output [ 3:0] alu_sel_o  ,
  output        regWEn_o, BrUn_o, b_sel_o, a_sel_o, memRW_o,
  output [ 1:0] wb_sel_o   ,
  output [ 2:0] ld_st_sel_o
);
  wire [4:0] opcode = inst_i[6:2]  ;
  wire [2:0] funct3 = inst_i[14:12];
  wire       funct7 = inst_i[30]   ;
  wire Rtype, Itype, Stype, Btype, Jtype, JItype, Utype, Ltype;  
  assign Rtype  = (opcode == 5'b01100);
  assign Itype  = ({opcode[4:3], opcode[1:0]} == 4'b0000);
  assign Stype  = (opcode == 5'b01000);
  assign Btype  = (opcode == 5'b11000);
  assign Utype  = ({opcode[4], opcode[2:0]} == 4'b0101);      
  assign Jtype  = (opcode == 5'b11011);                       
  assign JItype = (opcode == 5'b11001);                       
  assign Ltype  = ~(|opcode);                                 
  assign imm_sel_o = {Jtype, Utype, Btype, Stype, Itype | JItype};
  assign BrUn_o    = funct3[1];
  assign a_sel_o   = Btype | Jtype | Utype;
  assign b_sel_o   = ~Rtype;
  assign memRW_o   = Stype;
  assign regWEn_o  = ~Btype & ~Stype;
  assign wb_sel_o  = Ltype ? 2'b00 : (Jtype | JItype) ? 2'b10 : 2'b01;
  assign ld_st_sel_o = funct3;
  assign alu_sel_o = (Rtype) ? {funct7, funct3} :
    ((Itype & ~Ltype) ? ((funct3 == 3'b101) ? {funct7, funct3} : {1'b0, funct3}) :
      ((opcode == 5'b01101) ? 4'b1001 : 4'b0000));
endmodule
module ID (
  input         clk_i, reset_n,
  input  [31:0] inst_i     ,
  input  [ 4:0] rsW_i      ,
  input  [31:0] dataW_i    ,
  input         regWEn_WB_i,
  output        a_sel_o, b_sel_o,
  output [ 3:0] alu_sel_o  ,
  output        regWEn_o   ,
  output        BrUn_o     ,
  output        memRW_o    ,
  output [ 1:0] wb_sel_o   ,
  output [ 2:0] ld_st_sel_o,
  output [31:0] dataR1_o, dataR2_o,
  output [31:0] imm_o
);
  wire [4:0] imm_sel_w;
  RegFile RegFile_module (
    .clk_i   (clk_i        ),  
    .reset_n (reset_n      ),
    .rsW_i   (rsW_i        ),
    .rsR1_i  (inst_i[19:15]),
    .rsR2_i  (inst_i[24:20]),  
    .dataW_i (dataW_i      ),  
    .regWEn_i(regWEn_WB_i  ),
    .dataR1_o(dataR1_o     ),
    .dataR2_o(dataR2_o     )   
  );
  immgen immgen_module (
    .instr  (inst_i[31:7]),
    .imm_sel(imm_sel_w   ),
    .imm    (imm_o       )
  );
  control_logic control_logic_module (
    .inst_i     (inst_i     ),
    .imm_sel_o  (imm_sel_w  ),
    .alu_sel_o  (alu_sel_o  ),
    .regWEn_o   (regWEn_o   ),
    .BrUn_o     (BrUn_o     ),
    .a_sel_o    (a_sel_o    ),
    .b_sel_o    (b_sel_o    ),
    .memRW_o    (memRW_o    ),
    .wb_sel_o   (wb_sel_o   ),
    .ld_st_sel_o(ld_st_sel_o)
  );
endmodule
==> changes_impl.md <==
### Physical design

- Worst Hold End: RegFile_module.RegArray[9][0]
- Worst-margin pin slew: around 1.2 ns
- DP Cell Count: roughly 6800
- DRC errors left: 0
- Hold Crit Start: RegFile_module.RegArray[9][0]
- Mapped cell area: roughly 52000 um2
- GP Congestion: approximately 1.1
- Root buffer cell: clkbuf_16
- CTS sink cnt: between 900 and 1000
- Core area: approximately 170000 um2
- Largest net degree at the start of global routing: 123
- Worst path arrival time: about 7.7 ns
- # rows: approximately 150
- Wire per inst: between 40 and 50 um
- YS chip area: slightly above 50000 um2
- Ys cells: ~4400
- H-tree lvl count: 3
- First-pass GRT wire length: 407 mm
- Post-Route WL: a little over 300 mm
- FF-to-FF Start: RegFile_module.RegArray[20][12]
- Longest Clk Path Bufs: 3
- Share of cells above drive strength 1: 0.364
- CP max stage delay: ~0.63 ns
- FF+latch count, synth: roughly 990
- Leak: between 20 and 30 nW
- WP buf/inv: 1
- MI comb area: 25800 um2
- Distinct cell type count of the synthesized netlist: ~66
- Final setup margin: -0.00962 ns
- Initial antenna violation count: roughly 53
- Worst VDD drop: approximately 160 uV
- Layout area overhead: 20.4%
- I/O pin count: around 180
- WHS: 0.472 ns
- Max-slew headroom: 0.172
- Number of enable flip-flop cells: 0
- Setup TNS Final: -0.00962 ns
- Synthesized instance count: 4447
- Yosys warns: 6
- Cts hold-fix bufs: 0
- # fillers: between 15000 and 20000
- Syn Area/Cell: between 10 and 15 um2
- Max Cap Viol: 0
- Setup-failing EPs final: 1
- Chip width: between 400 and 500 um
- DR pass1 iterations: 8
- PD cells: about 200 nW/um2
- Ys async rst share: 1.00
- Worst Hold Depth: 1
- Top reg by flops: RegFile_module.RegArray
- Die height: between 400 and 500 um
- TritonCTS buffer count: 108
- DRT iter0 DRCs: about 6800
- DR vias: just under 50000
- Number of global-route vias before repair: 45600
- Chip footprint: between 150000 and 200000 um2
- Max FFs per register: ~990
- DP Wirelength: between 150 and 200 mm
- Tool warnings: between 50 and 60
- CP max stage cell: or4_4
- Final antenna-violating net count: 0
- Reg area: around 25000 um2
- Final total power: 0.0126 W
- Clock-pin slew on the worst setup and hold paths: 0.04 ns
- Critical R2R Capture: RegFile_module.RegArray[20][12]
- Final hold violation count: 0
- Critical-path cell list: and3_1 -> a2111oi_1 -> nand3_1 -> or4_4 -> clkdlybuf4s50_1
- Crit-path leading delay family: simple AND/OR/NAND/NOR gates
- Slew Limit Fails: 0
- Biggest registers after layout: RegFile_module.RegArray (992)
- Hold WC Path Type: flip-flop to flip-flop
- CTS tree: yes
- Crit Path Class: flip-flop to output pin
- Setup Skew: 0 ns
- PortBufs: 179
- Critical Path RT: between 7 and 8 ns
- R2r setup slk: 8.68 ns
- Layout Cells excl Fill: around 7000
- Max Fanout on Critical Path: 3
- CP startpoint kind: flip-flop
- Vias per cell: about 6.8
- Worst Setup End Kind: output pin
- Failing checks: setup timing
- Pre-Place Util: 0.302
- Worst Reg2Reg Path Length in Cells: 2
- Remaining global-route overflow: 0
- Status: finished, violations left
- Total GRT Usage: 0.358
- Worst-Skew Late Latency: ~0.70 ns
- Top_reg_cell synth: dfrtn_1
- Fin util: 0.363
- Post-synth seq share: 0.480
logic make-up (layout without fill, tap and decap cells):
| family | after synthesis | count (layout) | synth area share |
|---|---|---|---|
| buf+inv | 467 | 693 | 0.0374 |
| simple gates | 976 | 976 | 0.106 |
| flops | 992 | 992 | 0.480 |
| mux | 1139 | 1139 | 0.246 |
| other cells | 0 | 58 | 0 |
| compound gates | 873 | 873 | 0.130 |
how the worst max path moves through the flow:
stage / cells after the start / start / end
after global routing: 6 / RegFile_module.RegArray[12][2] / dataR2_o[2]
after CTS: 6 / RegFile_module.RegArray[10][10] / dataR2_o[10]
final: 5 / RegFile_module.RegArray[9][0] / dataR1_o[0]
cells in the final DEF (no fill, tap or decap), types with 27 or more instances in the layout:
master           synthesis  layout
a2111oi_0               70      28
a21oi_1                 36      36
a22o_1                  56      56
a22oi_1                513     513
a32oi_1                 27      27
and3_1                 208     208
buf_12                   0      52
buf_4                   12     261
clkbuf_16                0     112
clkdlybuf4s50_1          0     166
dfrtn_1                992     992
diode_2                  0      58
mux2_2                1019    1019
mux2i_1                115     114
nand2_1                129     118
nand3_1                134     133
nand4_1                117     117
nor2_1                  96      35
nor2_4                   0      40
nor3_1                  74      58
power breakdown:
group	internal [W]	switching (W)	leakage, nW
clock network	0.00269	0.00188	1.87
registers	0.00507	0.000766	12.7
logic	0.00106	0.00110	12.5
cell usage after synthesis (23+ instances only):
| library cell | count | area (um2) |
|---|---|---|
| nor3_1 | 74 | 370 |
| nand4_1 | 117 | 732 |
| and3_1 | 208 | 1300 |
| or3_1 | 23 | 144 |
| a2111oi_0 | 70 | 613 |
| buf_1 | 48 | 180 |
| a22oi_1 | 513 | 3850 |
| a22o_1 | 56 | 490 |
| or4_1 | 45 | 338 |
| clkbuf_1 | 305 | 1140 |
| mux2i_1 | 115 | 1150 |
| nand3_1 | 134 | 671 |
| dfrtn_1 | 992 | 24800 |
| a32oi_1 | 27 | 236 |
| a221oi_1 | 26 | 228 |
| nand2_1 | 129 | 484 |
| buf_2 | 86 | 430 |
| a21oi_1 | 36 | 180 |
| mux2_2 | 1019 | 11500 |
| nor2_1 | 96 | 360 |
| nor2b_1 | 29 | 181 |
| nand2b_1 | 24 | 150 |
routing by layer:
layer	track usage	wire length [um]
met2	0.458	118000
met3	0.254	54300
met1	0.401	100000
met4	0.280	31500
met5	0.0420	1230
cell type report:
class,count,area share
sequential,992,0.399
clock inverter,40,0.00960
tap,2310,0.0464
timing repair buffer,484,0.0756
clock buffer,157,0.0517
antenna,58,0.00233
inverter,12,0.000723
multi-input combinational,2988,0.415
stage by stage:
step / worst slack (ns) / cell area (um2)
global placement: 0.365 / 58000
finish: -0.00962 / 62300
CTS: 0.000306 / 62000
floorplan: 1.09 / 51700
detailed placement: 0.335 / 58000
global route: -0.0118 / 62200
repair_timing:
| item | in CTS | in global routing |
|---|---|---|
| gates resized | 54 | 47 |
| buffers inserted | 1 | 2 |
| endpoints found under the setup margin | 29 | 34 |
| pin swaps | 5 | 3 |
Power figures rest on the tool's default switching activity, not on a simulated workload.
